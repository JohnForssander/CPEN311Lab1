[design/flow/run.sh]
#!/bin/bash
# OpenROAD 26Q1-2900-gdf79404cd8, Yosys 0.63+post, stock flow scripts
make -C /OpenROAD-flow-scripts/flow DESIGN_CONFIG=/design/flow/config.mk WORK_HOME=/design/flow/orfs finish
[design/flow/config.mk]
export PLATFORM = sky130hd
export DESIGN_NAME = DivClk_Parameterized
export DESIGN_NICKNAME = DivClk_Parameterized
export VERILOG_FILES = /design/flow/design.v
export SDC_FILE = /design/flow/constraint.sdc
export NUM_CORES = 4
export LEC_CHECK = 1
export CORE_UTILIZATION = 30
[design/flow/constraint.sdc]
current_design DivClk_Parameterized

set clk_period 6.5
set clk_io_pct 0.2

create_clock -name clk0 -period $clk_period [get_ports {inclk}]

set non_clock_inputs [all_inputs -no_clocks]
set_input_delay [expr $clk_period * $clk_io_pct] -clock clk0 $non_clock_inputs
set_output_delay [expr $clk_period * $clk_io_pct] -clock clk0 [all_outputs]
[design/flow/design.v]
module DivClk_Parameterized #(parameter WIDTH = 32)
(
	input logic inclk,
	input logic Reset,
	input logic [WIDTH-1 : 0] div_clk_count,
	output logic outclk
);
logic [WIDTH-1 : 0] count;
logic [WIDTH-1 : 0] next_count;
logic clock_up_down, next_clock_up_down;
always_ff @(posedge inclk, posedge Reset)
    begin
      if(Reset) count <= 0;
      else      count <= next_count;
    end
always_comb
  begin
    if (count >= div_clk_count + 1)
      next_count = 0;
    else
      next_count = count + 1;
  end
always_ff @(posedge inclk, posedge Reset)
  begin
    if(Reset) clock_up_down <= 1'b0;
    else      
      begin
        if (count >= div_clk_count + 1)
          clock_up_down <= ~next_clock_up_down;
        else
          clock_up_down <= next_clock_up_down;
      end
  end
always_comb
  begin
    if (Reset)
      next_clock_up_down = 1'b0;
    else
      next_clock_up_down = clock_up_down;
  end
assign outclk = clock_up_down;
endmodule
module SelectFrequencies (
    input logic [7:0] Clocks,
    input logic [2:0] Switches,
    output logic outclk_audio 
);
    always_comb
 begin
  case (Switches)
    3'b000: outclk_audio = Clocks[0];
    3'b001: outclk_audio = Clocks[1];
    3'b010: outclk_audio = Clocks[2];
    3'b011: outclk_audio = Clocks[3];
    3'b100: outclk_audio = Clocks[4];
    3'b101: outclk_audio = Clocks[5];
    3'b110: outclk_audio = Clocks[6];
    3'b111: outclk_audio = Clocks[7];
    default: outclk_audio = 1'b0;
  endcase
 end
endmodule
module LEDSlider (
  input logic inclk,
  input logic Reset,
  output logic [7:0] LED_out
);
  logic [3:0] LED_current;
  logic [3:0] LED_next;
  always_ff @(posedge inclk, posedge Reset)
   begin
     if (Reset) LED_current <= 4'd0;
     else       LED_current <= LED_next;
   end
   always_comb
    begin
      case(LED_current)
        4'd0: LED_next = 4'd1;
	  	  4'd1: LED_next = 4'd2;
		    4'd2: LED_next = 4'd3;
		    4'd3: LED_next = 4'd4;
		    4'd4: LED_next = 4'd5;
		    4'd5: LED_next = 4'd6;
		    4'd6: LED_next = 4'd7;
		    4'd7: LED_next = 4'd8;
		    4'd8: LED_next = 4'd9;
		    4'd9: LED_next = 4'd10;
		    4'd10: LED_next = 4'd11;
		    4'd11: LED_next = 4'd12;
		    4'd12: LED_next = 4'd13;
		    4'd13: LED_next =4'd0;
        default: LED_next = 4'd0;
      endcase
    end
  always_comb
    begin
      case(LED_current)
        4'd0: LED_out = 8'b00000001;
	  	  4'd1: LED_out = 8'b00000010;
		    4'd2: LED_out = 8'b00000100;
		    4'd3: LED_out = 8'b00001000;
		    4'd4: LED_out = 8'b00010000;
		    4'd5: LED_out = 8'b00100000;
		    4'd6: LED_out = 8'b01000000;
		    4'd7: LED_out = 8'b10000000;
		    4'd8: LED_out = 8'b01000000;
		    4'd9: LED_out = 8'b00100000;
		    4'd10: LED_out = 8'b0010000;
		    4'd11: LED_out = 8'b0001000;
		    4'd12: LED_out = 8'b0000100;
		    4'd13: LED_out = 8'b0000010;
        default: LED_out = 8'b00000000;
      endcase
    end
endmodule
==> impl_metrics.py <==
# Metrics from the implementation run
metrics = {
    "status": {
        "outcome": "finished, final reports clean",
    },
    "global_routing": {
        "grt_usage": 0.1272,
        "antenna_found_initial": 0,
        "grt_pass1_wl_um": 10090,
        "grt_max_degree": 35,
        "vias_in_the_first_global_route": 2198,
        "gr-total-overflow": 0,
    },
    "logic_synthesis": {
        "top_area_frac": 0.2928,
        "post_synth.cell_area_avg_um2": 8.813,
        "ys.flops": 33,
        "synth.cellmix.compoundShare": 0.05989,
        "ys_sh_simple": 0.2751,
        "post-synth-top-area-cell": "dfrtp_1",
        "yosysChipArea_um2": 2820,
        "ys_warn_count": 1,
        "xor_area_frac": 0.1894,
        "mux_area_frac": 0,
        "mappedNetlistArea_um2": 2820,
        "syn_inst": 320,
        "synth-adder-area-share": 0.1508,
        "synth_cell_types": 38,
        "netlist_top_cells_area": "dfrtp_1 (29%), ha_1 (15%), xor2_1 (13%)",
        "share_of_flip_flops_with_an_asynchronous_set_or_reset_after_synthesis": 1.000,
        "yosys-dominant-comb-family": "simple AND/OR/NAND/NOR gates",
        "synth-seq-area-share": 0.2928,
        "edf_count": 0,
        "synth_top_flop_cell": "dfrtp_1",
        "synth_stat.cells": 320,
    },
    "placed_design": {
        "gp_congestion": 0.8668,
        "io_buffers": 34,
        "post-dp-hpwl_um": 4482,
        "placement.setup.worst_slack_ns": 1.007,
    },
    "timing": {
        "max_freq_mhz": 193.9,
        "finalClockSkew_ns": 0.009417,
        "setup-tns-final_ns": 0,
        "max-slew-margin-rel": 0.6102,
        "finalHoldViolCount": 0,
        "postLayoutSetupSlackWorst_ns": 1.343,
        "setup_viol": 0,
        "rsz_0062_raised_after_global_routing": "false",
        "slew_viol_final": 0,
        "minimum_period_implied_by_the_final_worst_setup_slack_ns": 5.157,
        "worst-slew-pin-transition_ns": 0.5847,
        "min_period_over_period": 0.7935,
    },
    "worst_setup_path": {
        "r2r-end": "clock_up_down",
        "path_max_fanout": 17,
        "cp_data_required_time_ns": 6.70,
        "timing.reg2reg.setup_slack_ns": 3.94,
        "setup.worst_path.end": "clock_up_down",
        "timing.critical_path.from_type": "primary input",
        "startpoint": "div_clk_count[0]",
        "ff_to_ff_path_depth": 8,
        "cp-end-kind": "flip-flop",
        "r2r-start": "count[2]",
        "timing.critical_path.arrival_ns": 5.35,
        "crit_type": "primary input to flip-flop",
    },
    "detailed_routing": {
        "detailedRoute.firstPassIterationCount": 20,
        "drc_errors": 0,
        "detail-route-antenna-nets": 0,
        "wl_per_cell_um": 11.89,
        "drt-initial-drc-count": 54,
        "diodes": 0,
        "routed_wl_um": 5551,
        "drt-vias-per-instance": 4.822,
        "vias": 2252,
    },
    "floorplan": {
        "fp.coreArea_um2": 9153,
        "floorplanUtilization": 0.3081,
        "placement_rows": 35,
        "die_w_um": 98.96,
        "dieHeight_um": 98.96,
        "io-pin-count": 35,
        "floorplan.die_area_um2": 9792,
    },
    "finish": {
        "area_delta_synth_final_pct": 18.59,
        "layout-drive-gt1-share": 0.04775,
        "n_fill_cell": 914,
    },
    "power": {
        "p_per_area_nw_per_um2": 125.4,
        "ir_drop_v": 0.00008214,
        "power.leakage_nw": 1.538,
    },
    "run": {
        "tool_warnings": 25,
        "timing.max_cap.violations": 0,
    },
    "cts": {
        "cts-htree-levels": 2,
        "clk_path_buf_depth": 2,
        "source_to_sink_clock_delay_at_the_later_pin_of_the_worst_skew_pair_ns": 0.28,
        "tritoncts": "done",
        "worst_setup_hold_path_clk_slew_ns": 0.07,
        "clkSinkCount": 33,
        "tritoncts.num_buffers": 5,
        "cts_repair_resize_count": 0,
        "hold_buffers": 0,
        "postCtsSetupBuffers": 0,
        "clk_root_buffer_cell": "clkbuf_8",
    },
    "hold_path": {
        "class_of_the_tightest_hold_or_removal_check": "flip-flop to flip-flop",
    },
}
synth_stat cells, types with 2 or more instances:
cell type,count
nor2_1,48
xor2_1,43
ha_1,34
nand2_1,34
dfrtp_1,33
nand3_1,23
xnor2_1,18
nand4_1,15
and3_1,9
a21oi_1,8
inv_1,8
and4_1,5
buf_6,4
o21ai_0,4
buf_2,3
nor3_1,3
a211o_1,2
a211oi_1,2
a21o_1,2
and2_1,2
o21a_1,2
o31ai_1,2
placed cells by master (no fill, tap or decap), types with 3 or more instances in the layout:
cell type,instances
nand4_1,15
a21oi_1,8
xnor2_1,18
nor2_1,48
and3_1,9
clkbuf_8,6
nor3_1,3
ha_1,34
inv_1,8
o21ai_0,4
clkdlybuf4s50_1,34
nand3_1,23
xor2_1,43
nand2_1,34
dfrtp_1,33
and4_1,5
worst min path at each step:
stage     startpoint  endpoint  slack [ns]  cells past startpoint
6_report    count[0]  count[0]        0.49                      1
4_1_cts     count[0]  count[0]        0.50                      1
5_1_grt     count[0]  count[0]        0.54                      1
logic make-up (layout without fill, tap and decap cells):
family          Yosys count  after routing
simple gates            151            151
fa+ha+maj                34             34
xor+xnor                 61             61
flops                    33             33
buf+inv                  15             51
compound gates           26             26
critical path, cell delays in order:
cell and delay (ns):
clkdlybuf4s50_1 0.52, ha_1 0.20, nand3_1 0.11, nor2_1 0.24, nand2_1 0.21, nor3_1 0.42
nand3_1 0.15, xor2_1 0.17, ha_1 0.31, nand4_1 0.11, nor4_1 0.39, a211oi_1 0.12
o21ai_0 0.10, a31o_1 0.51, buf_4 0.33, xnor2_1 0.15
registers in the layout, indices dropped and copies added (netlist names):
register and cells:
count 32, clock_up_down 1
report_power, final:
part	switching (W)	internal, W	total, W
Combinational	0.0000284	0.0000322	0.0000607
Clock	0.0000699	0.0000836	0.000153
Sequential	0.00000000830	0.000205	0.000205
Total	0.0000983	0.000321	0.000419
cell type report:
cell class | count | area, um^2 | share of cell area
clock buffers | 6 | 82.58 | 0.02469
clock inverters | 1 | 7.507 | 0.002245
inverters | 8 | 30.03 | 0.008979
multi-input cells | 272 | 1904 | 0.5694
flip-flops and latches | 33 | 825.8 | 0.2469
well taps | 111 | 138.9 | 0.04153
repair buffers | 36 | 355.3 | 0.1062
layer usage:
metal,share of wire,track usage,vias to the layer above
li1,-,-,1188
met1,0.49,0.1871,1039
met2,0.47,0.2119,17
met3,0.027,0.01659,8
met4,0.0070,0.009185,0
met5,0,0,-
stage by stage:
step	area [um^2]	power [W]	cells	util	hold WS, ns
CTS	3344	0.0004279	467	0.3654	0.4957
floorplan	2820	0.0002369	320	-	0.4420
finish	3344	0.0004195	467	0.3654	0.4861
detailed placement	3254	0.0002703	460	0.3556	0.4859
global placement	3254	0.0002694	460	0.3556	0.4881
global route	3344	0.0004425	467	0.3654	0.5380
Power and IR drop assume default switching activity.
